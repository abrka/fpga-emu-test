**flow/config.mk**
```make
export PLATFORM = sky130hd
export DESIGN_NAME = top
export DESIGN_NICKNAME = top
export VERILOG_FILES = /design/flow/design.v
export SDC_FILE = /design/flow/constraint.sdc
export NUM_CORES = 4
export LEC_CHECK = 1
export CORE_AREA = 10 10 99 99
export DIE_AREA = 0 0 109 109
```
**flow/constraint.sdc**
```tcl
current_design top

set clk_period 2.6
set clk_io_pct 0.2

create_clock -name clk0 -period $clk_period [get_ports {i_clk}]

set non_clock_inputs [all_inputs -no_clocks]
set_input_delay [expr $clk_period * $clk_io_pct] -clock clk0 $non_clock_inputs
set_output_delay [expr $clk_period * $clk_io_pct] -clock clk0 [all_outputs]
```
**flow/design.v**
```verilog
`default_nettype none
module binary_counter #(
    parameter N = 8
) (
    input wire i_clk,
    input wire i_reset,
    input wire i_ce,
    input wire i_we,
    input wire i_count_up,
    input wire i_count_down,
    input wire [N-1:0] i_data,
    output wire [N-1:0] o_data
);
  reg [N-1:0] r_counter = 0;
  assign o_data = r_counter;
  always @(posedge i_clk) begin
    if (i_ce) begin
      if (i_reset) r_counter <= 0;
      else if (i_we) r_counter <= i_data;
      else if (i_count_up) r_counter <= r_counter + 1;
      else if (i_count_down) r_counter <= r_counter - 1;
    end
  end
endmodule
module hex_to_seven_seg 
#(parameter N = 4)
(
    input wire [N-1:0] i_data,
    output reg [6:0] o_data
);
  always @(*) begin
    case (i_data)
      'h0: o_data = 7'h3F;
      'h1: o_data = 7'h06;
      'h2: o_data = 7'h5B;
      'h3: o_data = 7'h4F;
      'h4: o_data = 7'h66;
      'h5: o_data = 7'h6D;
      'h6: o_data = 7'h7D;
      'h7: o_data = 7'h07;
      'h8: o_data = 7'h7F;
      'h9: o_data = 7'h67;
      'hA: o_data = 7'h77;
      'hB: o_data = 7'h7C;
      'hC: o_data = 7'h39;
      'hD: o_data = 7'h5E;
      'hE: o_data = 7'h79;
      'hF: o_data = 7'h71;
      default: o_data = 7'b0;
    endcase
  end
endmodule
module mod_n_counter #(
    parameter  M = 4000,
    localparam N = $clog2(M)
) (
    input wire i_clk,
    input wire i_reset,
    input wire i_ce,
    input wire [N-1:0] i_data,
    input wire i_we,
    input wire i_count_up,
    input wire i_count_down,
    output wire [N-1:0] o_data
);
  reg [N-1:0] r_counter = 0;
  assign o_data = r_counter;
  always @(posedge i_clk) begin
    if (i_ce) begin
      if(i_reset) r_counter <= 0;
      else if (r_counter >= M) r_counter <= 0;
      else if (i_we) r_counter <= i_data;
      else if (i_count_up) r_counter <= r_counter + 1;
      else if (i_count_down) r_counter <= r_counter - 1;
    end
  end
endmodule
module sseg_time_mux (
    input wire i_clk,
    input wire i_reset,
    input wire i_ce,
    input wire [6:0] i_sseg_1,
    input wire [6:0] i_sseg_2,
    input wire [6:0] i_sseg_3,
    input wire [6:0] i_sseg_4,
    output reg [N_SSEG_INPUTS-1:0] o_sseg_enables,
    output reg [6:0] o_sseg
);
  localparam N_SSEG_INPUTS = 4;
  reg [$clog2(N_SSEG_INPUTS)-1:0] r_currently_servicing_sseg = 0;
  always @(posedge i_clk) begin
    if (i_ce) begin
      if (i_reset) r_currently_servicing_sseg <= 0;
      else r_currently_servicing_sseg <= r_currently_servicing_sseg + 1;
    end
  end
  always @(*) begin
    o_sseg_enables = 0;
    o_sseg_enables[r_currently_servicing_sseg] = 1;
    case (r_currently_servicing_sseg)
      0: o_sseg = i_sseg_1;
      1: o_sseg = i_sseg_2;
      2: o_sseg = i_sseg_3;
      3: o_sseg = i_sseg_4; 
      default: o_sseg = 0;
    endcase
  end
endmodule
`default_nettype none
module top #(
    parameter N_SLIDE_SWITCHES = 8,
    parameter N_LEDS = 8,
    parameter N_SSEGS = 4
) (
    input wire i_btn,
    input wire [N_SLIDE_SWITCHES-1:0] i_slide_switches,
    output wire [6:0] o_sseg,
    output wire [N_SSEGS-1:0] o_sseg_enables,
    output wire [N_LEDS-1:0] o_leds,
    input wire i_clk,
    input wire i_reset
);
  localparam COUNTER_THERESHOLD = 4000;
  localparam COUNTER_N = $clog2(COUNTER_THERESHOLD);
  wire [COUNTER_N-1:0] w_counter;
  mod_n_counter #(COUNTER_THERESHOLD) u_mod_n_counter
   (
      .i_clk       (i_clk),
      .i_reset     (i_reset),
      .i_ce        (1),
      .i_data      (0),
      .i_we        (0),
      .i_count_up  (1),
      .i_count_down(0),
      .o_data      (w_counter)
  );
  wire w_ce;
  assign w_ce = w_counter == COUNTER_THERESHOLD - 1;
  wire [3:0] w_sseg_1_data = 'h3;
  wire [3:0] w_sseg_2_data = 'hA;
  wire [3:0] w_sseg_3_data = 'h6;
  wire [3:0] w_sseg_4_data = 'hD;
  wire [6:0] w_sseg_1;
  wire [6:0] w_sseg_2;
  wire [6:0] w_sseg_3;
  wire [6:0] w_sseg_4;
  hex_to_seven_seg u_hex_to_seven_seg_1 (
      .i_data(w_sseg_1_data),
      .o_data(w_sseg_1)
  );
  hex_to_seven_seg u_hex_to_seven_seg_2 (
      .i_data(w_sseg_2_data),
      .o_data(w_sseg_2)
  );
  hex_to_seven_seg u_hex_to_seven_seg_3 (
      .i_data(w_sseg_3_data),
      .o_data(w_sseg_3)
  );
  hex_to_seven_seg u_hex_to_seven_seg_4 (
      .i_data(w_sseg_4_data),
      .o_data(w_sseg_4)
  );
  sseg_time_mux u_sseg_time_mux (
      .i_clk         (i_clk),
      .i_reset       (i_reset),
      .i_ce          (w_ce),
      .i_sseg_1      (w_sseg_1),
      .i_sseg_2      (w_sseg_2),
      .i_sseg_3      (w_sseg_3),
      .i_sseg_4      (w_sseg_4),
      .o_sseg_enables(o_sseg_enables),
      .o_sseg        (o_sseg)
  );
  binary_counter u_binary_counter (
      .i_clk       (i_clk),
      .i_reset     (i_slide_switches[7]),
      .i_ce        (w_ce),
      .i_we        (i_slide_switches[6]),
      .i_count_up  (i_slide_switches[5]),
      .i_count_down(i_slide_switches[4]),
      .i_data      ({4'b0, i_slide_switches[3:0]}),
      .o_data      (o_leds)
  );
endmodule
```
**flow/run.sh**
```bash
#!/bin/bash
# OpenROAD 26Q1-2900-gdf79404cd8, Yosys 0.63+post, stock flow scripts
make -C /OpenROAD-flow-scripts/flow DESIGN_CONFIG=/design/flow/config.mk WORK_HOME=/design/flow/orfs finish
```
==> results.toml <==
# physical design summary
[run_status]
run_status = "finished, final reports clean"

[final_timing]
finalSetupViolCount = 0
tightest_slew_ns = 0.503
clock_skew_ns = 0.00461
rsz0062_at_grt = "false"
final.period_utilization = 0.877
period_needed_ns = 2.28
hold_violations = 0
fmax_mhz = 438
final_max_slew_violation_tally = 0
setup-tns-final_ns = 0
max-slew-margin-rel = 0.665
hold_slack_ns = 0.480

[clock_tree]
cts_inserted_buffers = 3
clkSlewWorstSetupHoldPaths_ns = 0.09
ctsHoldBuffers = 0
tritoncts = "yes"
tritoncts_num_sinks = 22
cts_max_level = 1
postCtsSetupBuffers = 0
cts_root_buffer = "clkbuf_8"
ctsResizeCount = 0
cts_buffer_depth = 2
clk-insertion-delay-late_ns = 0.26

[setup_path]
r2r_cells = 4
r2r_setup_slack_ns = 0.67
worst_path_largest_cell_delay_ns = 0.50
worstPathMaxFanout = 7
worstSetupEndpointType = "flip-flop"
critical_path.cell_chain = "clkdlybuf4s50_1 > inv_1 > fa_1 > a21oi_1 > o21ai_0 > mux2i_1 > o311ai_1"
crit_path_top_delay_cell = "fa_1"
path_delay_family = "buffers and inverters"
critical_path_required_ns = 2.61
worstSetupPathDepth = 7
crit-reg2reg-launch = "u_mod_n_counter.r_counter[0]$_SDFF_PP0_"
crit_path_start = "i_slide_switches[5]"
critPathCapture = "u_binary_counter.r_counter[6]$_SDFFCE_PN0P_"
worst-setup-path-type = "input pin to flip-flop"
timing.critical_path.buf_inv = 2
cp_data_arrival_time_ns = 2.29
r2r-end = "u_binary_counter.r_counter[2]$_SDFFCE_PP0P_"
critPathLaunchType = "input pin"

[floorplan]
design.die.area_um2 = 11900
die_y_um = 109
core_region_area_um2 = 7730
die-width_um = 109
floorplan_core_density = 0.188
core.rowCount = 32
num_io_pins = 30

[synth]
synth.top_cells.by_area = "edfxtp_1 (21%), dfxtp_1 (17%), ha_1 (14%)"
asyncSetResetFlopFracSynth = 0
mux_share = 0.0207
synth.cellmix.xorXnorShare = 0.0665
combined_area_of_all_synthesized_cells_um2 = 1450
register_bit_count_reported_by_yosys = 22
yosys.area_share.aoi = 0.102
synth_area_in_simple_gates = 0.218
netlist_top_cells_count = "nor2_1 (24), ha_1 (16), inv_1 (13)"
ys.warnings.count = 9
logic_family = "simple AND/OR/NAND/NOR gates"
synth.yosys.num_cells = 148
synth.top_cell.area_share = 0.207
post_synth.cell_area_avg_um2 = 9.79
yosys_chip_area_um2 = 1450
ys_dominant_reg_cell = "dfxtp_1"
synth_cells = 148
post-synth-top-count-cell = "nor2_1"
synth.lib_cells_used.distinct = 41
synth-edff-count = 10
post-synth-top-area-cell = "edfxtp_1"
sequential_element_share_of_the_synthesized_area = 0.373
ys_sh_adder = 0.152

[global_route]
overflow = 0
grt_first_pass_wirelength_um = 4870
grt_util_all_layers = 0.0493
number_of_global_route_vias_before_repair = 1015
grt_max_degree = 14
antenna_found_initial = 0

[detailed_routing]
first_pass_iters = 4
post_drt_wl_per_cell_um = 10.4
vias = 1071
diodes = 0
totalWireLength_um = 2900
detail_route.vias_per_cell = 3.84
detail_route.iter0.violations = 46
ant_nets = 0
post_route_drc = 0

[place]
number_of_input_and_output_port_buffers_inserted = 26
dpl_wire_length_um = 2280
place.gp.congestion = 0.805

[cells_and_area]
fraction_of_final_layout_cells_sized_beyond_drive_strength_1 = 0.0904
synthToLayoutAreaGrowth_pct = 30.1
fillCellCount = 805

[run]
stage_log_warnings = 35
cap_violations = 0

[hold_path]
hold_wc_path_type = "flip-flop to flip-flop"

[pwr]
power.ir.vdd_worst_mv = 0.190
leakagePower_nw = 0.678
p_per_area_nw_per_um2 = 387
==> logic make-up after synthesis <==
| kind of cell | Yosys count |
|---|---|
| xor gates and xnor gates | 11 |
| muxes | 3 |
| DFF | 22 |
| other | 1 |
| AOI/OAI and AO/OA | 22 |
| and+or+nand+nor | 54 |
| buffers and inverters | 18 |
| adders and majority gates | 17 |
==> layer usage <==
metal  routed length, µm  track usage  up-vias
li1                    -            -      564
met1                1410       0.0699      485
met2                1230       0.0733       20
met3                 225       0.0149        2
met4                  40      0.00942        0
met5                   0            0        -
==> registers in the layout (all words and copies together) (netlist names) <==
| register | cells |
|---|---|
| u_sseg_time_mux.r_currently_servicing_sseg | 2 |
| u_binary_counter.r_counter | 8 |
| u_mod_n_counter.r_counter | 12 |
==> power by group <==
part | total [mW] | switching, mW | leakage [nW] | internal (mW)
sequential | 0.369 | 0.00476 | 0.189 | 0.365
clock | 0.285 | 0.117 | 0.0339 | 0.167
combinational | 0.0760 | 0.0377 | 0.456 | 0.0384
total | 0.730 | 0.160 | 0.678 | 0.570
==> layout make-up <==
type	instances	area, µm²	area share
multi-input cells	109	818	0.434
repair buffers	29	283	0.150
inverters	13	48.8	0.0259
well taps	102	128	0.0677
clock buffers	4	66.3	0.0352
flip-flops and latches	22	541	0.287
==> per-stage QoR <==
stage          cells  utilization  total power [mW]  worst slack (ns)  instance area [µm²]
2_1_floorplan    149            -             0.431             0.726                 1450
3_3_place_gp     275        0.235             0.452            0.0279                 1820
3_5_place_dp     275        0.235             0.454            0.0264                 1820
4_1_cts          279        0.244             0.743             0.313                 1880
5_1_grt          279        0.244             0.767             0.196                 1880
6_report         279        0.244             0.730             0.319                 1880
==> cell usage in the layout, fill, tap and decap left out, types with 4 or more instances in the layout <==
master           synthesis  routed
xnor2_1                  8       8
nand3_1                  5       5
ha_1                    16      16
nor2_1                  24      24
inv_1                   13      13
o21ai_0                  5       5
a21oi_1                  4       4
clkdlybuf4s50_1          0      26
nand2_1                  6       6
edfxtp_1                10      10
dfxtp_1                 12      12
==> how the worst min path moves through the flow <==
| stage | depth (start not counted) | start | slack, ns | endpoint |
|---|---|---|---|---|
| 4_1_cts | 1 | u_mod_n_counter.r_counter[0]$_SDFF_PP0_ | 0.49 | u_mod_n_counter.r_counter[0]$_SDFF_PP0_ |
| 6_report | 1 | u_mod_n_counter.r_counter[0]$_SDFF_PP0_ | 0.48 | u_mod_n_counter.r_counter[0]$_SDFF_PP0_ |
| 5_1_grt | 1 | u_mod_n_counter.r_counter[0]$_SDFF_PP0_ | 0.51 | u_mod_n_counter.r_counter[0]$_SDFF_PP0_ |
Power figures rest on the tool's default switching activity, not on a simulated workload.
