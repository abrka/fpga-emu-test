## flow/config.mk

```make
export PLATFORM = sky130hd
export DESIGN_NAME = square_wave_gen
export DESIGN_NICKNAME = square_wave_gen
export VERILOG_FILES = /design/flow/design.v
export SDC_FILE = /design/flow/constraint.sdc
export NUM_CORES = 4
export LEC_CHECK = 1
export CORE_UTILIZATION = 40
```

## flow/constraint.sdc

```tcl
current_design square_wave_gen

set clk_period 12.6
set clk_io_pct 0.2

create_clock -name clk0 -period $clk_period [get_ports {i_clk}]

set non_clock_inputs [all_inputs -no_clocks]
set_input_delay [expr $clk_period * $clk_io_pct] -clock clk0 $non_clock_inputs
set_output_delay [expr $clk_period * $clk_io_pct] -clock clk0 [all_outputs]
```

## flow/design.v

```verilog
`default_nettype none
module square_wave_gen #(
    parameter WIDTH = 16,
    parameter CLK_PERIOD_NS = 1
) (
    input wire i_clk,
    input wire i_reset,
    input wire [WIDTH-1:0] i_on_duration,
    input wire [WIDTH-1:0] i_off_duration,
    output wire o_data
);
  reg [WIDTH-1:0] r_counter = 0;
  always @(posedge i_clk) begin
    if (i_reset || (r_counter >= i_on_duration + i_off_duration)) r_counter <= 0;
    else r_counter <= r_counter + 1;
  end
  assign o_data = r_counter >= i_on_duration ? 0 : 1;
endmodule
```

## flow/run.sh

```bash
#!/bin/bash
# OpenROAD 26Q1-2900-gdf79404cd8, Yosys 0.63+post, stock flow scripts
make -C /OpenROAD-flow-scripts/flow DESIGN_CONFIG=/design/flow/config.mk WORK_HOME=/design/flow/orfs finish
```

==> impl_metrics.yaml <==
# yosys + openroad results
status:
  status: "complete, no violations"
die:
  core.rowCount: 25
  ios: 35
  die_x_um: 74.3
  dieArea_mm2: 0.00552
  fp_util: 0.428
  die_y_um: 74.3
  core_mm2: 0.00488
logic_synthesis:
  synth_area_mm2: 0.00209
  ys_warn_count: 1
  edf_count: 0
  ys_area_mm2: 0.00209
  ys_ff: 16
  ys_async_sr_fraction: 0
  synth_top_area_share: 0.287
  ys_top_cells_by_area: "ha_1 29%, dfxtp_1 15%, nor2_1 6.1%, xnor2_1 5.9%, xor2_1 5.0%"
  yosysSeqAreaShare: 0.153
  yosysUniqueCellTypes: 39
  yosys_cells: 261
  avgSynthCellArea_um2: 8.01
  largest_area_cell: "ha_1"
  ff_type: "dfxtp_1"
  postSynthCellCount: 261
setup_path:
  crit_path_top_delay_cell: "clkdlybuf4s50_1"
  cp_cell_sequence: "clkdlybuf4s50_1 -> inv_1 -> ha_1 -> or3b_2 -> o2111ai_1 -> a31oi_1 -> a2111oi_0 -> o31a_1 -> clkdlybuf4s50_1"
  cpMostUsedCell: "clkdlybuf4s50_1"
  cpPeakStageDelay_ps: 550
  path_class: "in -> out"
  worstPathArrival_ps: 5180
  end_kind: "output pin"
  startpoint_type: "primary input"
  cp.required_ps: 10080
  path_max_fanout: 3
clock_network:
  postCtsHoldBufs: 0
  cts_buffers: 3
  postCtsSetupBuffers: 0
  cts_resized: 0
  clock_path_buffers: 2
  clk_pin_slew_ps: 60
  clockRootBuffer: "clkbuf_8"
  cts_max_level: 1
  clock.latency.late_pin_ps: 250
  clock-sinks: 16
  cts_tree: "yes"
place:
  portBuffers: 34
  post-place-cells: 358
  gp_congestion: 0.823
  dp_hpwl_um: 3810
grt:
  grt_usage: 0.172
  grt_max_degree: 17
  overflow: 0
  grt_antenna_before_repair: 0
  grt_pass1_wl_um: 7380
  grt_pass1_vias: 1664
cells_and_area:
  largest_reg_flops: 16
  top_register: "r_counter"
  layout.cells.non_filler: 361
  reg_top3: "r_counter x16"
  area_growth_pct: 21.6
  drive_gt1_frac: 0.0306
pwr:
  pwr_density_cell_mw_per_mm2: 64.6
  peakVddDrop_v: 0.0000682
  leakagePower_nw: 1.15
  p_total_w: 0.000164
route:
  first_pass_iters: 4
  avgRoutedWirePerCell_um: 12.6
  antenna_left: 0
  antennaDiodeCount: 0
  routed_wl_um: 4550
  routed_via_density: 5.09
  drtIter0Drc: 38
  drc_errors: 0
  vias: 1839
timing:
  fin_setup_tns_ps: 0
  whs_ps: 462
  finalMaxSlewViolations: 0
  fmax_mhz: 130
  rsz0062_at_grt: "no"
  relSlewSlack: 0.564
  worst_pin_slew_ps: 653
  hold_viol_final: 0
  period_used_share: 0.611
  setup_viol: 0
  finalCriticalPeriod_ps: 7700
  finalClockSkew_ps: 3.25
job:
  maxCapViolations: 0
  tool_warnings: 25
hold_path:
  hold_path_class: "reg -> reg"
per-stage QoR:
step,instance area [µm²],utilization,worst slack (ps)
after floorplan,2090,-,6200
after detailed placement,2500,0.512,4840
after global placement,2500,0.512,4830
after CTS,2540,0.521,4830
after global routing,2540,0.521,4700
final,2540,0.521,4900
cell type report:
cell class,count,area [µm²]
inverters,19,71.3
fillers,482,2340
repair buffers,34,340
multi-input cells,222,1680
well taps,67,83.8
clock buffers,3,41.3
flip-flops and latches,16,320
synth_stat cells, types with 3 or more instances:
| cell | n |
|---|---|
| a2111oi_0 | 3 |
| a211oi_1 | 6 |
| a21o_1 | 7 |
| a21oi_1 | 17 |
| clkbuf_1 | 4 |
| dfxtp_1 | 16 |
| ha_1 | 48 |
| inv_1 | 19 |
| nand2_1 | 20 |
| nand3_1 | 11 |
| nand4_1 | 7 |
| nor2_1 | 34 |
| nor3_1 | 3 |
| o211ai_1 | 3 |
| o21a_1 | 3 |
| o21ai_0 | 9 |
| xnor2_1 | 14 |
| xor2_1 | 12 |
worst paths after layout:
kind	startpoint	endpoint	slack [ps]	depth (start not counted)
hold / removal	r_counter[0]	r_counter[0]	460	1
setup / recovery	i_on_duration[1]	o_data	4900	9
hold reg to reg	r_counter[0]	r_counter[0]	460	1
setup reg to reg	r_counter[0]	r_counter[3]	10270	7
critical path: cells and delay by family:
kind,cells,cell delay [ps]
buffers and inverters,3,1070
AND/OR/NAND/NOR,1,430
adder cells (fa/ha/maj),1,200
AND-OR/OR-AND,4,940
where the power goes:
part | leakage, nW | switching [W] | total, W | internal, W
clock | 0.0216 | 0.0000165 | 0.0000376 | 0.0000212
combinational | 1.00 | 0.0000380 | 0.0000737 | 0.0000357
sequential | 0.129 | 0.00000113 | 0.0000526 | 0.0000515
routing by layer:
metal | global-route usage | wire length, µm | up-vias
met5 | 0 | 0 | -
met4 | 0.0147 | 31 | 0
li1 | - | - | 1029
met1 | 0.303 | 2710 | 786
met2 | 0.235 | 1680 | 20
met3 | 0.0110 | 128 | 4
kinds of logic (layout without fill, tap and decap cells):
group / count (synthesis) / after routing / share of synthesized area
buffers and inverters: 23 / 56 / 0.0413
AND-OR/OR-AND: 63 / 63 / 0.214
AND/OR/NAND/NOR: 83 / 83 / 0.180
flip-flops: 16 / 16 / 0.153
multiplexers: 1 / 1 / 0.00479
XOR/XNOR: 26 / 26 / 0.109
adder cells (fa/ha/maj): 49 / 49 / 0.297
layout by cell type, fill, tap and decap left out, types with 11 or more instances in the layout:
master / n
ha_1: 48
nor2_1: 34
clkdlybuf4s50_1: 34
nand2_1: 20
inv_1: 19
a21oi_1: 17
dfxtp_1: 16
xnor2_1: 14
xor2_1: 12
nand3_1: 11
Power and IR drop assume default switching activity.
