`flow/design.v`:
```
`default_nettype none
module dual_priority_encoder #(
    parameter REQ_N = 12,
    parameter OUT_N = $clog2(REQ_N)
) (
    input wire [REQ_N-1:0] i_req,
    output reg [OUT_N-1:0] o_data_1,
    output reg [OUT_N-1:0] o_data_2,
    output reg o_1_valid,
    output reg o_2_valid
); 
  reg [REQ_N-1:0] w_req_2;
  always @(*) begin
    w_req_2 = i_req;
    w_req_2[o_data_1] = 0;
  end
  priority_encoder u_priority_encoder_1 (
      .i_req  (i_req),
      .o_data (o_data_1),
      .o_valid(o_1_valid)
  );
  priority_encoder u_priority_encoder_2 (
      .i_req  (w_req_2),
      .o_data (o_data_2),
      .o_valid(o_2_valid)
  );
endmodule
module priority_encoder #(
    parameter REQ_N = 12,
    parameter OUT_N = $clog2(REQ_N)
) (
    input wire [REQ_N-1:0] i_req,
    output reg [OUT_N-1:0] o_data,
    output reg o_valid
);
  reg [OUT_N-1:0] i;
  assign o_valid = i_req != 0;
  always @(*) begin
    o_data = 0;
    for (i = 0; i < REQ_N; i = i + 1) begin
      if (i_req[i] == 1) o_data = i;
    end
  end
endmodule
```
`flow/run.sh`:
```
#!/bin/bash
# OpenROAD 26Q1-2900-gdf79404cd8, Yosys 0.63+post, stock flow scripts
make -C /OpenROAD-flow-scripts/flow DESIGN_CONFIG=/design/flow/config.mk WORK_HOME=/design/flow/orfs finish
```
`flow/config.mk`:
```
export PLATFORM = sky130hd
export DESIGN_NAME = dual_priority_encoder
export DESIGN_NICKNAME = dual_priority_encoder
export VERILOG_FILES = /design/flow/design.v
export SDC_FILE = /design/flow/constraint.sdc
export NUM_CORES = 4
export LEC_CHECK = 1
export CORE_AREA = 10 10 70 70
export DIE_AREA = 0 0 80 80
```
`flow/constraint.sdc`:
```
current_design dual_priority_encoder

set clk_period 3.7
set clk_io_pct 0.2

create_clock -name clk0 -period $clk_period

set non_clock_inputs [all_inputs -no_clocks]
set_input_delay [expr $clk_period * $clk_io_pct] -clock clk0 $non_clock_inputs
set_output_delay [expr $clk_period * $clk_io_pct] -clock clk0 [all_outputs]
```
==> results_slide.txt <==
Synthesis and Place & Route Summary

Run status
  – Outcome: finished, violations left
  – Failing checks: negative setup slack

Critical path
  – Worst-path cell chain: buf_4 -> buf_4 -> nor3_1 -> o31ai_1 -> and2_4 -> buf_4 -> inv_2 -> ha_4 -> inv_4 -> o31ai_4 -> a41oi_2 -> nor2_2 -> buf_4 -> o311ai_2 -> a311o_1 -> buf_2
  – Worst-path fanout max: 5
  – Crit start category: primary input
  – Bufs and invs on worst path: 7
  – Largest stage delay on the critical path: 0.27 ns
  – Slowest cell on crit path: a311o_1
  – Setup CP Type: primary input to output port
  – Most frequent cell on the critical path: buf_4
  – CP top delay family: buffers and inverters
  – WP data required: 2.96 ns
  – Crit path DAT: 3.01 ns
  – Worst Setup End Kind: output port

GRT
  – All-Layer GR Usage: 8.22%
  – Largest net degree at the start of global routing: 8
  – Vias in the first global route: 977
  – Overflow after GRT: 0
  – First-pass GRT wire length: 4470 um
  – Antenna violations before repair: 0

Timing
  – RSZ-0062 raised after global routing: true
  – Period utilisation layout: 101%
  – Slew @ Worst Pin: 0.297 ns
  – Final worst setup slack: -0.0519 ns
  – Max Clk Rate: 267 MHz
  – Final tally of setup violations: 3
  – Final max-slew violation count: 0
  – Final Hold Fails: 0
  – Crit path time final: 3.75 ns
  – Rel. slew slack: 80.0%

Yosys
  – Cell count in the Yosys report: 86
  – Leading area contributor after synthesis: ha_1
  – Synth top cells by count: nor2_1, inv_1, nand2_1, o31ai_1
  – YS chip area: 581 um2
  – Register share after synthesis: 0%
  – Largest cells by area: ha_1, nor2_1, o31ai_1
  – Top-area cell share: 8.62%
  – Yosys warnings: 3
  – Post-synthesis cell count: 86
  – Cell with the most instances after synthesis: nor2_1
  – Post-synthesis area per instance: 6.75 um2
  – Syn Std Cell Area: 581 um2
  – Synth cell types: 41

Place
  – Final HPWL DP: 2120 um
  – Dpl cells: 197
  – DP Worst Slack: -0.855 ns
  – Port Buffers: 22
  – Global placement routability congestion: 0.872

Drt
  – Iter 0 DRT Violations: 29
  – Final ANT Viol Nets: 0
  – Detailed-route via count: 978
  – Final WL: 2830 um
  – Iteration tally of the first detailed-router pass: 4
  – DRC Markers: 0
  – DR vias/cell: 4.61
  – Drt wl/cell: 13.4 um
  – ANT cells: 0

Die
  – FP Util: 17.0%
  – Die area: 0.00640 mm2
  – Die Ht: 80 um
  – Core Box Area: 0.00342 mm2
  – # IOs: 22
  – Die W: 80 um
  – Num rows: 21

Layout
  – Fillers: 312
  – MI comb area: 826 um2
  – Flop area: 0 um2
  – Flops: 0
  – Syn-to-layout area delta: 172%
  – Final-layout clock buffer total: 0
  – Final cell count without fillers: 212
  – Final core occ: 46.2%
  – Share of layout cells above drive strength 1: 75.3%

Pwr
  – Power per cell area: 117 mW/mm2
  – VDD IR max: 0.0000502 V
  – Lkg Pwr: 0.641 nW

Clock tree
  – CTS Hold Bufs: 0

Worst hold path
  – WHS Path Cells: 6
  – Hold Path End: o_data_2[1]
  – Worst hold path class: primary input to output port
  – Hold path start: i_req[6]

Run
  – OpenROAD warnings: 37
  – Max Cap Viol: 0
[repair_timing]
| action | in CTS | in global routing |
|---|---|---|
| setup endpoints to repair | 5 | 5 |
| cloned | 0 | 0 |
| gates resized | 91 | 25 |
| endpoints found under the hold margin | 0 | 0 |
| pin swaps | 26 | 19 |
| setup buffers | 12 | 6 |
[power by group]
group          switching (mW)  leakage, nW  internal [mW]
sequential                  0            0              0
combinational          0.0838        0.641          0.100
clock                       0            0              0
[layout by cell type, fill, tap and decap left out, drive strengths merged, types with 4 or more instances in the layout]
cell,synthesis,layout
buf,1,68
a21oi,4,4
nor2,13,13
o31ai,5,5
o21ai,6,6
dlygate4sd2,0,6
nand2,5,5
inv,10,10
ha,4,4
clkdlybuf4s50,0,6
nor3,4,4
[logic make-up after synthesis]
group / Yosys count / share of synthesized area, %
and+or+nand+nor: 39 / 37.3
AOI/OAI and AO/OA: 30 / 44.4
buffers and inverters: 12 / 7.97
adders and majority gates: 4 / 8.62
muxes: 1 / 1.72
[final cells by class]
| cell class | count | share of cell area [%] |
|---|---|---|
| Multi-Input combinational cell | 74 | 52.3 |
| Timing Repair Buffer | 82 | 41.3 |
| Tap cell | 46 | 3.65 |
| Inverter | 10 | 2.70 |
[per-layer routing]
layer	global-route usage, %	up-vias	part of all wire [%]
met4	0	0	0
met1	12.0	464	49
met3	0.795	0	4.3
met5	0	-	0
met2	13.4	19	47
li1	-	495	-
[worst max path at each step]
stage | start | end | depth (start not counted)
4_1_cts | i_req[2] | o_data_2[0] | 14
5_1_grt | i_req[5] | o_data_2[1] | 16
6_report | i_req[5] | o_data_2[1] | 16
[through the flow]
stage / power (mW) / hold slack (ns) / setup TNS [ns] / cell area [um2]
after floorplan: 0.0481 / 1.54 / 0 / 581
after global placement: 0.130 / 2.55 / -3.86 / 1190
after detailed placement: 0.130 / 2.55 / -3.98 / 1190
after CTS: 0.167 / 2.23 / -0.193 / 1480
after global routing: 0.198 / 2.15 / -0.595 / 1580
final: 0.184 / 2.09 / -0.0826 / 1580
Power and IR drop assume default switching activity.
